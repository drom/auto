<file path="design.v">
module quadrature (
  input clk, reset_n, a, b,
  output err,
  output reg [7:0] counter
);
reg [2:0] FSM_state, FSM_next;
wire [2:0] FSM_start = 0;
wire [2:0] FSM_s00   = 1;
wire [2:0] FSM_s01   = 2;
wire [2:0] FSM_s11   = 3;
wire [2:0] FSM_s10   = 4;
wire [2:0] FSM_error = 5;
wire FSM_start_s00 = ((FSM_state == FSM_start) & (2'b00 == {a, b}));
wire FSM_start_s01 = ((FSM_state == FSM_start) & (2'b01 == {a, b}));
wire FSM_start_s11 = ((FSM_state == FSM_start) & (2'b11 == {a, b}));
wire FSM_start_s10 = ((FSM_state == FSM_start) & (2'b10 == {a, b}));
wire FSM_s00_s01   = ((FSM_state == FSM_s00  ) & (2'b01 == {a, b}));
wire FSM_s00_s10   = ((FSM_state == FSM_s00  ) & (2'b10 == {a, b}));
wire FSM_s00_error = ((FSM_state == FSM_s00  ) & (2'b11 == {a, b}));
wire FSM_s01_s11   = ((FSM_state == FSM_s01  ) & (2'b11 == {a, b}));
wire FSM_s01_s00   = ((FSM_state == FSM_s01  ) & (2'b00 == {a, b}));
wire FSM_s01_error = ((FSM_state == FSM_s01  ) & (2'b10 == {a, b}));
wire FSM_s11_s10   = ((FSM_state == FSM_s11  ) & (2'b10 == {a, b}));
wire FSM_s11_s01   = ((FSM_state == FSM_s11  ) & (2'b01 == {a, b}));
wire FSM_s11_error = ((FSM_state == FSM_s11  ) & (2'b00 == {a, b}));
wire FSM_s10_s00   = ((FSM_state == FSM_s10  ) & (2'b00 == {a, b}));
wire FSM_s10_s11   = ((FSM_state == FSM_s10  ) & (2'b11 == {a, b}));
wire FSM_s10_error = ((FSM_state == FSM_s10  ) & (2'b01 == {a, b}));
wire FSM_s00_onEntry   = (FSM_start_s00 | FSM_s01_s00 | FSM_s10_s00);
wire FSM_s01_onEntry   = (FSM_start_s01 | FSM_s00_s01 | FSM_s11_s01);
wire FSM_s11_onEntry   = (FSM_start_s11 | FSM_s01_s11 | FSM_s10_s11);
wire FSM_s10_onEntry   = (FSM_start_s10 | FSM_s00_s10 | FSM_s11_s10);
wire FSM_error_onEntry = (FSM_s00_error | FSM_s01_error | FSM_s11_error | FSM_s10_error);
wire FSM_start_onExit  = (FSM_start_s00 | FSM_start_s01 | FSM_start_s11 | FSM_start_s10);
wire FSM_s00_onExit    = (FSM_s00_s01 | FSM_s00_s10 | FSM_s00_error);
wire FSM_s01_onExit    = (FSM_s01_s11 | FSM_s01_s00 | FSM_s01_error);
wire FSM_s11_onExit    = (FSM_s11_s10 | FSM_s11_s01 | FSM_s11_error);
wire FSM_s10_onExit    = (FSM_s10_s00 | FSM_s10_s11 | FSM_s10_error);
wire FSM_start_onSelf  = (FSM_state == FSM_start) & ~FSM_start_onExit;
wire FSM_s00_onSelf    = (FSM_state == FSM_s00  ) & ~FSM_s00_onExit;
wire FSM_s01_onSelf    = (FSM_state == FSM_s01  ) & ~FSM_s01_onExit;
wire FSM_s11_onSelf    = (FSM_state == FSM_s11  ) & ~FSM_s11_onExit;
wire FSM_s10_onSelf    = (FSM_state == FSM_s10  ) & ~FSM_s10_onExit;
wire FSM_error_onSelf  = (FSM_state == FSM_error) & ~FSM_error_onExit;
always @(*) begin : FSM_next_select
  case (1'b1)
    FSM_start_s00 : FSM_next = FSM_s00;
    FSM_start_s01 : FSM_next = FSM_s01;
    FSM_start_s11 : FSM_next = FSM_s11;
    FSM_start_s10 : FSM_next = FSM_s10;
    FSM_s00_s01   : FSM_next = FSM_s01;
    FSM_s00_s10   : FSM_next = FSM_s10;
    FSM_s00_error : FSM_next = FSM_error;
    FSM_s01_s11   : FSM_next = FSM_s11;
    FSM_s01_s00   : FSM_next = FSM_s00;
    FSM_s01_error : FSM_next = FSM_error;
    FSM_s11_s10   : FSM_next = FSM_s10;
    FSM_s11_s01   : FSM_next = FSM_s01;
    FSM_s11_error : FSM_next = FSM_error;
    FSM_s10_s00   : FSM_next = FSM_s00;
    FSM_s10_s11   : FSM_next = FSM_s11;
    FSM_s10_error : FSM_next = FSM_error;
    default       : FSM_next = FSM_state;
  endcase
end
always @(posedge clk or negedge reset_n)
  if (~reset_n) FSM_state <= FSM_start;
  else          FSM_state <= FSM_next;
reg [39:0] FSM_state_ascii;
always @(*)
  case ({FSM_state})
    FSM_start : FSM_state_ascii = "start";
    FSM_s00   : FSM_state_ascii = "s00  ";
    FSM_s01   : FSM_state_ascii = "s01  ";
    FSM_s11   : FSM_state_ascii = "s11  ";
    FSM_s10   : FSM_state_ascii = "s10  ";
    FSM_error : FSM_state_ascii = "error";
    default   : FSM_state_ascii = "%Erro";
  endcase
always @(posedge clk or negedge reset_n)
  if (~reset_n) counter <= 'b0;
  else
    if (FSM_s00_s01 | FSM_s01_s11 | FSM_s11_s10 | FSM_s10_s00)
      counter <= counter + 1;
    else if (FSM_s00_s10 | FSM_s10_s11 | FSM_s11_s01 | FSM_s01_s00)
      counter <= counter - 1;
assign err = FSM_state == FSM_error;
endmodule
</file>
<file path="run.sh">
#!/bin/bash
# OpenROAD 26Q1-2900-gdf79404cd8, Yosys 0.63+post, stock flow scripts
make -C /OpenROAD-flow-scripts/flow DESIGN_CONFIG=/design/flow/config.mk WORK_HOME=/design/flow/orfs finish
</file>
<file path="config.mk">
export PLATFORM = sky130hd
export DESIGN_NAME = quadrature
export DESIGN_NICKNAME = quadrature
export VERILOG_FILES = /design/flow/design.v
export SDC_FILE = /design/flow/constraint.sdc
export NUM_CORES = 4
export LEC_CHECK = 1
export CORE_AREA = 10 10 104 104
export DIE_AREA = 0 0 114 114
</file>
<file path="constraint.sdc">
current_design quadrature

set clk_period 4.3
set clk_io_pct 0.2

create_clock -name clk0 -period $clk_period [get_ports {clk}]

set non_clock_inputs [all_inputs -no_clocks]
set_input_delay [expr $clk_period * $clk_io_pct] -clock clk0 $non_clock_inputs
set_output_delay [expr $clk_period * $clk_io_pct] -clock clk0 [all_outputs]
</file>
==> flow_summary.json <==
{
  "cp_top_family": "buffers and inverters",
  "wl_um": 2360,
  "dp_hpwl_um": 1700,
  "syn-mean-instance-area_um2": 9.42,
  "grt_overflow": 0,
  "cts_tree": "yes",
  "rr_endpoint": "counter[6]$_DFFE_PN0P_",
  "worstPathMaxFanout": 15,
  "crit_path_top_delay_cell": "clkdlybuf4s50_1",
  "cts_htree_levels": 1,
  "cts_buffer_depth": 2,
  "grt_pass1_vias": 781,
  "fp_util_pct": 11.5,
  "grtUsageMet2_pct": 6.04,
  "power_density_nw_per_um2": 518,
  "grt_pass1_wl_um": 3910,
  "port_buffers": 12,
  "cap_viol_max_count": 0,
  "met1_usage_pct": 4.48,
  "clk_pin_slew_worst_paths_ps": 60,
  "skew_ps": 2.55,
  "peakVddDrop_v": 0.000103,
  "final-hold-violation-count": 0,
  "die_h_um": 114,
  "hold_class": "flop to flop",
  "rr_worst_depth": 8,
  "gp_congestion": 0.813,
  "flop_cell": "dfrtp_1",
  "cts_sinks": 14,
  "via_count": 789,
  "synthToLayoutAreaGrowth_pct": 25.8,
  "rsz0062_at_grt": "no",
  "drive_above_1_share_pct": 15.0,
  "cts-buffers-inserted": 3,
  "status": "finished clean",
  "grtUsageTotal_pct": 3.57,
  "grt.busiest_layer": "met2",
  "maxSlewViolCount": 0,
  "netlist_area_um2": 998,
  "synthTopCellsByCount": "13 x dfrtp_1, 12 x nor2_1, 7 x nand2_1, 7 x o21ai_0",
  "clock.fmax_mhz": 308,
  "worst_slew_pin_slew_ps": 637,
  "tns_ps": 0,
  "top_cells_by_area": "dfrtp_1 33%, mux4_2 4.5%, nor2_1 4.5%, o21ai_0 3.5%, xnor2_1 3.5%",
  "rrSetupSlack_ps": 2010,
  "boundaryPins": 13,
  "groute.layer.met3.usage_pct": 0.957,
  "grt_start_max_net_pins": 16,
  "antennaDiodeCount": 0,
  "max_stage_delay_ps": 790,
  "cts_hold_buf": 0,
  "wire_per_inst_um": 10.7,
  "cp-end-kind": "flop",
  "rows": 34,
  "dieWidth_um": 114,
  "required_ps": 4430,
  "ys_chip_area_um2": 998,
  "ys_warn_count": 2,
  "chipArea_um2": 13000,
  "cts-resized-gates": 0,
  "critical_path_class": "input port to flop",
  "cp-endpoint": "counter[6]$_DFFE_PN0P_",
  "synth_flops": 14,
  "final_core_util_pct": 14.5,
  "design.core.area_um2": 8680,
  "path_cells": "clkdlybuf4s50_1, mux4_2, xnor2_1, ha_1, nor2_1, nor2_1, nor2_1, a32o_1, xor2_1",
  "ys_seq_share_pct": 35.2,
  "max-slew-margin-rel_pct": 57.4,
  "startpoint": "b",
  "finalClockPeriodUsage_pct": 75.6,
  "r2r_start": "FSM_state[2]$_DFF_PN0_",
  "ys_cells": 106,
  "synth-async-reset-ratio_pct": 100,
  "ys_types": 43,
  "synth_cells": 106,
  "detail-route-antenna-nets": 0,
  "cts_root_buf": "clkbuf_8",
  "critPathMostFrequentCell": "nor2_1",
  "clock_latency_ps": 240,
  "post_cts_buffers": 0,
  "top_area_cell": "dfrtp_1",
  "critPathArrivalTime_ps": 3380,
  "setup_viol": 0,
  "edf_count": 0,
  "cp_num_cells": 9,
  "antenna_found_initial": 0,
  "first_pass_iters": 4,
  "viasPerCell": 3.57,
  "top_cell_area_share_pct": 32.6,
  "fin_crit_ps": 3250,
  "most_common_cell": "dfrtp_1",
  "start_kind": "input port",
  "drt-initial-drc-count": 116,
  "warnings": 25,
  "drc": 0,
  "critPathBufInv": 1,
  "p_leak_nw": 0.440
}
## final cells by class
cell class,instances,area [um^2]
repair buffers,12,120
clock buffers,4,55.1
inverters,3,11.3
multi-input cells,80,583
well taps,108,135
flip-flops and latches,14,352
fillers,977,7420
## worst min path at each step
| stage | slack (ps) | to | depth (start not counted) | start |
|---|---|---|---|---|
| global route | 520 | counter[7]$_DFFE_PN0P_ | 1 | counter[7]$_DFFE_PN0P_ |
| CTS | 500 | counter[7]$_DFFE_PN0P_ | 1 | counter[7]$_DFFE_PN0P_ |
| finish | 490 | counter[7]$_DFFE_PN0P_ | 1 | counter[7]$_DFFE_PN0P_ |
## placed cells by master (no fill, tap or decap), types with 2 or more instances in the layout
cell type	synthesis	final
a211oi_1	2	2
a21o_2	2	2
a21oi_1	2	2
a32o_1	2	2
clkbuf_8	0	4
clkdlybuf4s50_1	0	12
dfrtp_1	13	13
inv_1	3	3
mux2i_1	2	2
mux4_2	2	2
nand2_1	7	7
nand2b_1	4	4
nor2_1	12	12
nor2b_1	2	2
nor3_1	3	3
o21ai_0	7	7
o2bb2ai_1	2	2
or2b_1	2	2
xnor2_1	4	4
xor2_1	4	4
## worst reg2reg max path: stages (launching register included)
cell and delay [ps]:
dfrtp_1 510, mux4_2 650, xnor2_1 190, ha_1 240, nor2_1 70, nor2_1 100
nor2_1 50, a32o_1 240, xor2_1 140
## metrics by stage
stage | worst slack, ps | instance area (um^2) | hold slack (ps) | total power [W] | cells
6_report | 1050 | 1260 | 488 | 0.000650 | 221
5_1_grt | 897 | 1260 | 519 | 0.000701 | 221
4_1_cts | 1060 | 1260 | 500 | 0.000660 | 221
3_5_place_dp | 810 | 1200 | 486 | 0.000527 | 217
3_3_place_gp | 876 | 1200 | 487 | 0.000525 | 217
2_1_floorplan | 1710 | 998 | 425 | 0.000403 | 106
## sequential cells by signal, summed over array words and instances (netlist names)
register and cells:
FSM_state 6, counter 8
## power breakdown
group / switching (W) / leakage (nW) / internal, W
Sequential: 0.0000967 / 0.170 / 0.000176
Combinational: 0.0000986 / 0.241 / 0.000151
Clock: 0.0000474 / 0.0288 / 0.0000810
Total: 0.000243 / 0.440 / 0.000408
## kinds of logic after synthesis
kind of cell	synth area share [%]
DFF	35.2
xor gates and xnor gates	7.02
and+or+nand+nor	21.7
muxes	7.64
AOI/OAI and AO/OA	20.4
other	0.376
adders and majority gates	1.25
buffers and inverters	6.39
## metal layers
layer / vias up / wire, um
li1: 392 / -
met5: - / 0
met2: 13 / 1210
met4: 0 / 20
met1: 382 / 1040
met3: 2 / 89
Power and IR drop assume default switching activity.
