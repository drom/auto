==> /design/flow/design.v <==
module jtag (
  input tck, tms, treset,
  output [3:0] outState
);
reg [3:0] J_state, J_next;
wire [3:0] J_testLogicReset = 0;
wire [3:0] J_runTest        = 1;
wire [3:0] J_selectDR       = 2;
wire [3:0] J_captureDR      = 3;
wire [3:0] J_shiftDR        = 4;
wire [3:0] J_exit1DR        = 5;
wire [3:0] J_pauseDR        = 6;
wire [3:0] J_exit2DR        = 7;
wire [3:0] J_updateDR       = 8;
wire [3:0] J_selectIR       = 9;
wire [3:0] J_captureIR      = 10;
wire [3:0] J_shiftIR        = 11;
wire [3:0] J_exit1IR        = 12;
wire [3:0] J_pauseIR        = 13;
wire [3:0] J_exit2IR        = 14;
wire [3:0] J_updateIR       = 15;
wire J_testLogicReset_runTest  = ((J_state == J_testLogicReset) & (0 == tms));
wire J_runTest_selectDR        = ((J_state == J_runTest       ) & (1 == tms));
wire J_selectDR_captureDR      = ((J_state == J_selectDR      ) & (0 == tms));
wire J_selectDR_selectIR       = ((J_state == J_selectDR      ) & (1 == tms));
wire J_captureDR_shiftDR       = ((J_state == J_captureDR     ) & (0 == tms));
wire J_captureDR_exit1DR       = ((J_state == J_captureDR     ) & (1 == tms));
wire J_shiftDR_exit1DR         = ((J_state == J_shiftDR       ) & (1 == tms));
wire J_exit1DR_pauseDR         = ((J_state == J_exit1DR       ) & (0 == tms));
wire J_exit1DR_updateDR        = ((J_state == J_exit1DR       ) & (1 == tms));
wire J_pauseDR_exit2DR         = ((J_state == J_pauseDR       ) & (1 == tms));
wire J_exit2DR_updateDR        = ((J_state == J_exit2DR       ) & (1 == tms));
wire J_exit2DR_shiftDR         = ((J_state == J_exit2DR       ) & (0 == tms));
wire J_updateDR_runTest        = ((J_state == J_updateDR      ) & (0 == tms));
wire J_updateDR_selectDR       = ((J_state == J_updateDR      ) & (1 == tms));
wire J_selectIR_captureIR      = ((J_state == J_selectIR      ) & (0 == tms));
wire J_selectIR_testLogicReset = ((J_state == J_selectIR      ) & (1 == tms));
wire J_captureIR_shiftIR       = ((J_state == J_captureIR     ) & (0 == tms));
wire J_captureIR_exit1IR       = ((J_state == J_captureIR     ) & (1 == tms));
wire J_shiftIR_exit1IR         = ((J_state == J_shiftIR       ) & (1 == tms));
wire J_exit1IR_pauseIR         = ((J_state == J_exit1IR       ) & (0 == tms));
wire J_exit1IR_updateIR        = ((J_state == J_exit1IR       ) & (1 == tms));
wire J_pauseIR_exit2IR         = ((J_state == J_pauseIR       ) & (1 == tms));
wire J_exit2IR_updateIR        = ((J_state == J_exit2IR       ) & (1 == tms));
wire J_exit2IR_shiftIR         = ((J_state == J_exit2IR       ) & (0 == tms));
wire J_updateIR_runTest        = ((J_state == J_updateIR      ) & (0 == tms));
wire J_updateIR_selectIR       = ((J_state == J_updateIR      ) & (1 == tms));
wire J_runTest_onEntry        = (J_testLogicReset_runTest | J_updateDR_runTest | J_updateIR_runTest);
wire J_selectDR_onEntry       = (J_runTest_selectDR | J_updateDR_selectDR);
wire J_captureDR_onEntry      = (J_selectDR_captureDR);
wire J_selectIR_onEntry       = (J_selectDR_selectIR | J_updateIR_selectIR);
wire J_shiftDR_onEntry        = (J_captureDR_shiftDR | J_exit2DR_shiftDR);
wire J_exit1DR_onEntry        = (J_captureDR_exit1DR | J_shiftDR_exit1DR);
wire J_pauseDR_onEntry        = (J_exit1DR_pauseDR);
wire J_updateDR_onEntry       = (J_exit1DR_updateDR | J_exit2DR_updateDR);
wire J_exit2DR_onEntry        = (J_pauseDR_exit2DR);
wire J_captureIR_onEntry      = (J_selectIR_captureIR);
wire J_testLogicReset_onEntry = (J_selectIR_testLogicReset);
wire J_shiftIR_onEntry        = (J_captureIR_shiftIR | J_exit2IR_shiftIR);
wire J_exit1IR_onEntry        = (J_captureIR_exit1IR | J_shiftIR_exit1IR);
wire J_pauseIR_onEntry        = (J_exit1IR_pauseIR);
wire J_updateIR_onEntry       = (J_exit1IR_updateIR | J_exit2IR_updateIR);
wire J_exit2IR_onEntry        = (J_pauseIR_exit2IR);
wire J_testLogicReset_onExit  = (J_testLogicReset_runTest);
wire J_runTest_onExit         = (J_runTest_selectDR);
wire J_selectDR_onExit        = (J_selectDR_captureDR | J_selectDR_selectIR);
wire J_captureDR_onExit       = (J_captureDR_shiftDR | J_captureDR_exit1DR);
wire J_shiftDR_onExit         = (J_shiftDR_exit1DR);
wire J_exit1DR_onExit         = (J_exit1DR_pauseDR | J_exit1DR_updateDR);
wire J_pauseDR_onExit         = (J_pauseDR_exit2DR);
wire J_exit2DR_onExit         = (J_exit2DR_updateDR | J_exit2DR_shiftDR);
wire J_updateDR_onExit        = (J_updateDR_runTest | J_updateDR_selectDR);
wire J_selectIR_onExit        = (J_selectIR_captureIR | J_selectIR_testLogicReset);
wire J_captureIR_onExit       = (J_captureIR_shiftIR | J_captureIR_exit1IR);
wire J_shiftIR_onExit         = (J_shiftIR_exit1IR);
wire J_exit1IR_onExit         = (J_exit1IR_pauseIR | J_exit1IR_updateIR);
wire J_pauseIR_onExit         = (J_pauseIR_exit2IR);
wire J_exit2IR_onExit         = (J_exit2IR_updateIR | J_exit2IR_shiftIR);
wire J_updateIR_onExit        = (J_updateIR_runTest | J_updateIR_selectIR);
wire J_testLogicReset_onSelf  = (J_state == J_testLogicReset) & ~J_testLogicReset_onExit;
wire J_runTest_onSelf         = (J_state == J_runTest       ) & ~J_runTest_onExit;
wire J_selectDR_onSelf        = (J_state == J_selectDR      ) & ~J_selectDR_onExit;
wire J_captureDR_onSelf       = (J_state == J_captureDR     ) & ~J_captureDR_onExit;
wire J_shiftDR_onSelf         = (J_state == J_shiftDR       ) & ~J_shiftDR_onExit;
wire J_exit1DR_onSelf         = (J_state == J_exit1DR       ) & ~J_exit1DR_onExit;
wire J_pauseDR_onSelf         = (J_state == J_pauseDR       ) & ~J_pauseDR_onExit;
wire J_exit2DR_onSelf         = (J_state == J_exit2DR       ) & ~J_exit2DR_onExit;
wire J_updateDR_onSelf        = (J_state == J_updateDR      ) & ~J_updateDR_onExit;
wire J_selectIR_onSelf        = (J_state == J_selectIR      ) & ~J_selectIR_onExit;
wire J_captureIR_onSelf       = (J_state == J_captureIR     ) & ~J_captureIR_onExit;
wire J_shiftIR_onSelf         = (J_state == J_shiftIR       ) & ~J_shiftIR_onExit;
wire J_exit1IR_onSelf         = (J_state == J_exit1IR       ) & ~J_exit1IR_onExit;
wire J_pauseIR_onSelf         = (J_state == J_pauseIR       ) & ~J_pauseIR_onExit;
wire J_exit2IR_onSelf         = (J_state == J_exit2IR       ) & ~J_exit2IR_onExit;
wire J_updateIR_onSelf        = (J_state == J_updateIR      ) & ~J_updateIR_onExit;
always @(*) begin : J_next_select
  case (1'b1)
    J_testLogicReset_runTest  : J_next = J_runTest;
    J_runTest_selectDR        : J_next = J_selectDR;
    J_selectDR_captureDR      : J_next = J_captureDR;
    J_selectDR_selectIR       : J_next = J_selectIR;
    J_captureDR_shiftDR       : J_next = J_shiftDR;
    J_captureDR_exit1DR       : J_next = J_exit1DR;
    J_shiftDR_exit1DR         : J_next = J_exit1DR;
    J_exit1DR_pauseDR         : J_next = J_pauseDR;
    J_exit1DR_updateDR        : J_next = J_updateDR;
    J_pauseDR_exit2DR         : J_next = J_exit2DR;
    J_exit2DR_updateDR        : J_next = J_updateDR;
    J_exit2DR_shiftDR         : J_next = J_shiftDR;
    J_updateDR_runTest        : J_next = J_runTest;
    J_updateDR_selectDR       : J_next = J_selectDR;
    J_selectIR_captureIR      : J_next = J_captureIR;
    J_selectIR_testLogicReset : J_next = J_testLogicReset;
    J_captureIR_shiftIR       : J_next = J_shiftIR;
    J_captureIR_exit1IR       : J_next = J_exit1IR;
    J_shiftIR_exit1IR         : J_next = J_exit1IR;
    J_exit1IR_pauseIR         : J_next = J_pauseIR;
    J_exit1IR_updateIR        : J_next = J_updateIR;
    J_pauseIR_exit2IR         : J_next = J_exit2IR;
    J_exit2IR_updateIR        : J_next = J_updateIR;
    J_exit2IR_shiftIR         : J_next = J_shiftIR;
    J_updateIR_runTest        : J_next = J_runTest;
    J_updateIR_selectIR       : J_next = J_selectIR;
    default                   : J_next = J_state;
  endcase
end
always @(posedge tck)
  if (treset) J_state <= J_testLogicReset;
  else        J_state <= J_next;
assign outState = J_state;
endmodule
==> /design/flow/run.sh <==
#!/bin/bash
# OpenROAD 26Q1-2900-gdf79404cd8, Yosys 0.63+post, stock flow scripts
make -C /OpenROAD-flow-scripts/flow DESIGN_CONFIG=/design/flow/config.mk WORK_HOME=/design/flow/orfs finish
==> /design/flow/config.mk <==
export PLATFORM = sky130hd
export DESIGN_NAME = jtag
export DESIGN_NICKNAME = jtag
export VERILOG_FILES = /design/flow/design.v
export SDC_FILE = /design/flow/constraint.sdc
export NUM_CORES = 4
export LEC_CHECK = 1
export CORE_AREA = 10 10 73 73
export DIE_AREA = 0 0 83 83
==> /design/flow/constraint.sdc <==
current_design jtag

set clk_period 2.3
set clk_io_pct 0.2

create_clock -name clk0 -period $clk_period [get_ports {tck}]

set non_clock_inputs [all_inputs -no_clocks]
set_input_delay [expr $clk_period * $clk_io_pct] -clock clk0 $non_clock_inputs
set_output_delay [expr $clk_period * $clk_io_pct] -clock clk0 [all_outputs]
==> notes.md <==
impl run done, here's what came out: Max-slew headroom around 69%, vias in the first global route between 300 and 400, Logic pwr share between 10 and 15%, Yosys reg bits 4, setup TNS 0 ns, die width about 83 um, Worst Setup End Kind primary output, number of buffers on the longest clock path 2, root buffer cell clkbuf_8, drt initial violations 11, Largest stage delay, worst path around 0.60 ns, FP Rows 22, final worst-path cycle share between 80 and 90%, Core Util, Final approximately an eighth, count of library flops with an enable pin 0, Final Routed Wirelength approximately 780 um, Largest regs J_state x4, ratio of cells with drive above 1 in the final layout a little over a tenth, cell with the most instances after synthesis a21oi_1, Mapped Area 318 um^2, worst path arrival time ~1.4 ns, Mapped Cells ~43, overflow left after global routing 0, CP Buf/Inv Count 1, Hold Buf Count CTS 0, YS chip area between 300 and 400 um^2, total power between 0.2 and 0.3 mW, P_sw 0.0592 mW, input/output buffers 6, Pint between 0.2 and 0.25 mW, Max-Cap Viols 0, post-route cell area 450 um^2, met2 Use GR under 10%, setup bufs post-CTS 0, area growth from synthesis to layout 41.7%, GRT Total Usage around 2.3%, DRT Pass-1 Iters 3, Sw Share roughly 22%, dpl cells 93, status finished clean, cell type with the largest total area dfxtp_1, final worst setup slack between 0.4 and 0.5 ns, first-pass GRT wire length between 1000 and 1500 um, cell count in the Yosys report between 40 and 50, RSZ-0062 raised after global routing false, CTS H-tree depth 1, Num Clock Sinks 4, final std cells w/o fill between 90 and 100, Achievable Freq 542 MHz, fp util around 8.5%, dpl ws about 0.43 ns, Latency at later pin about 0.22 ns, DP Area 409 um^2, Clock Power Share a little over half, Setup CP Type reg -> out, Global Route met3 Usage 1.28%, wire length per cell between 8 and 9 um, post-CTS sizing 0, CTS Buf Count 3, CP max-delay cell dfxtp_1, die area between 6000 and 7000 um^2, sequential share of power 31.3%, Reg with most FFs J_state, Startpoint Class flip-flop, RePlAce Congestion between 0.7 and 0.8, Antenna Nets Post-Route 0, Max Fanout on Critical Path 13, Avg Cell Area, Syn 7.39 um^2, maximum number of pins on one net before global-route repair 14, Worst Skew 0.00393 ns, post-synthesis compound-gate area fraction between 20 and 25%, Top Ports 7, Worst-Margin Slew around 0.47 ns, Top delay family on crit path flip-flops, Post-synth top cells a21oi_1, dfxtp_1, nand2_1, CTS tree built, Max IR drop VDD around 200 uV, max reg flops 4, drc violations 0, via count 305, prevailing post-synth register cell dfxtp_1, yosys simple share roughly 37%, DIE HEIGHT 83 um, vias per inst 3.18, adder share 0%, GRT busiest layer met2, routing usage on met1 2.51%, Top non-seq family simple AND/OR/NAND/NOR gates, top area contributor share around 25%, Final setup viols 0, Unique cell types 24, crit-path cells clkdlybuf4s50_1, min-delay worst type reg -> reg, Top cells by area dfxtp_1, a21oi_1, nor2b_1, Inserted Diodes 0, antenna violations before repair 0, mux share 0%, fin crit period approximately 1.8 ns, hpwl dp roughly 570 um, fill count ~450, WHS between 0.5 and 0.6 ns, async set-reset flop share out of synthesis 0%, Seq share, synth 25.2%, XOR/XNOR Fraction of Synth Area 2.76%, final hold viol count 0, Core ar. between 3000 and 4000 um^2, Clock Pin Slew Worst Setup and Hold Paths 0.03 ns, tool warnings 25, Leak about 0.13 nW, Synthesis Warnings 1, power per cell area between 500 and 600 nW/um^2, Req. time, crit path between 1.5 and 2 ns, Slew Limit Fails 0
tightest hold or removal path, delay by kind of cell (launching register included):
family / cells / cell delay [ns]
flip-flops: 1 / 0.39
buffers and inverters: 1 / 0.08
AND-OR/OR-AND: 1 / 0.06
power groups by stage:
stage	registers, mW	logic [mW]	clock network (mW)
CTS	0.0838	0.0377	0.152
global route	0.0851	0.0425	0.159
finish	0.0835	0.0367	0.147
layout make-up:
type,instances,area (um^2),area share [%]
flip-flops and latches,4,80.1,17.8
multi-input cells,33,201,44.7
inverters,2,7.51,1.67
repair buffers,6,60.1,13.3
clock buffers,3,41.3,9.17
well taps,48,60.1,13.3
cell families after synthesis:
family | count (synthesis)
flip-flops | 4
AND-OR/OR-AND | 12
XOR/XNOR | 1
AND/OR/NAND/NOR | 20
buffers and inverters | 6
cells in the final DEF (no fill, tap or decap), types with 2 or more instances in the layout:
cell,instances
a21oi_1,5
clkbuf_8,3
clkdlybuf4s50_1,6
dfxtp_1,4
inv_1,2
nand2_1,4
nand2b_1,2
nor2_1,3
nor2b_1,3
nor4_1,2
o21ai_0,2
layer usage:
metal  up-vias  routed length [um]  share of wire [%]
li1        160                   -                  -
met1       135                 349                 45
met2         8                 363                 47
met3         2                  49                6.3
met4         0                  13                1.7
met5         -                   0                  0
final timing paths:
check                     startpoint                       to  slack (ns)  cells after the start
min reg2reg  J_state[3]$_SDFFE_PP0P_  J_state[2]$_SDFFE_PP0P_        0.59                      2
max reg2reg  J_state[2]$_SDFFE_PP0P_  J_state[1]$_SDFFE_PP0P_        0.99                      4
min          J_state[3]$_SDFFE_PP0P_  J_state[2]$_SDFFE_PP0P_        0.59                      2
max          J_state[2]$_SDFFE_PP0P_              outState[2]        0.46                      1
Power is estimated from default activity; no workload was simulated.
